==> flow/design.v <==
`timescale 1ns / 1ps
module i2c_ctrl
#(
parameter DEVICE_ADDR = 7'b1010_000 , 
parameter SYS_CLK_FREQ = 26'd50_000_000 ,
parameter SCL_FREQ = 18'd250_000 
)
(
input wire sys_clk , 
input wire sys_rst_n , 
input wire wr_en , 
input wire rd_en , 
input wire i2c_start , 
input wire addr_num , 
input wire [15:0] byte_addr , 
input wire [7:0] wr_data , 
output reg i2c_clk , 
output reg i2c_end , 
output reg [7:0] rd_data ,
output reg i2c_scl ,
inout wire i2c_sda 
);
parameter CNT_CLK_MAX = (SYS_CLK_FREQ/SCL_FREQ) >> 2'd3 ;
parameter CNT_START_MAX = 8'd100; 
parameter IDLE = 4'd00, 
            START_1 = 4'd01, 
            SEND_D_ADDR = 4'd02, 
            ACK_1 = 4'd03,
            SEND_B_ADDR_H = 4'd04, 
            ACK_2 = 4'd05, 
            SEND_B_ADDR_L = 4'd06, 
            ACK_3 = 4'd07,
            WR_DATA = 4'd08, 
            ACK_4 = 4'd09,
            START_2 = 4'd10, 
            SEND_RD_ADDR = 4'd11, 
            ACK_5 = 4'd12, 
            RD_DATA = 4'd13, 
            N_ACK = 4'd14, 
            STOP = 4'd15; 
wire sda_in ; 
wire sda_en ; 
reg [7:0] cnt_clk ; 
reg [3:0] state ; 
reg cnt_i2c_clk_en ; 
reg [1:0] cnt_i2c_clk ; 
reg [2:0] cnt_bit ; 
reg ack ; 
reg i2c_sda_reg ; 
reg [7:0] rd_data_reg ; 
always@(posedge sys_clk or negedge sys_rst_n)
    if(sys_rst_n == 1'b0)
        cnt_clk <= 8'd0;
    else if(cnt_clk == CNT_CLK_MAX - 1'b1)
        cnt_clk <= 8'd0;
    else
        cnt_clk <= cnt_clk + 1'b1;
always@(posedge sys_clk or negedge sys_rst_n)
    if(sys_rst_n == 1'b0)
        i2c_clk <= 1'b1;
    else if(cnt_clk == CNT_CLK_MAX - 1'b1)
        i2c_clk <= ~i2c_clk;
always@(posedge i2c_clk or negedge sys_rst_n)
    if(sys_rst_n == 1'b0)
        cnt_i2c_clk_en <= 1'b0;
    else if((state == STOP) && (cnt_bit == 3'd3) &&(cnt_i2c_clk == 3))
        cnt_i2c_clk_en <= 1'b0;
    else if(i2c_start == 1'b1)
        cnt_i2c_clk_en <= 1'b1;
always@(posedge i2c_clk or negedge sys_rst_n)
    if(sys_rst_n == 1'b0)
        cnt_i2c_clk <= 2'd0;
    else if(cnt_i2c_clk_en == 1'b1)
        cnt_i2c_clk <= cnt_i2c_clk + 1'b1;
always@(posedge i2c_clk or negedge sys_rst_n)
     if(sys_rst_n == 1'b0)
        cnt_bit <= 3'd0;
     else if((state == IDLE) || (state == START_1) || (state == START_2)
     || (state == ACK_1) || (state == ACK_2) || (state == ACK_3)
     || (state == ACK_4) || (state == ACK_5) || (state == N_ACK))
        cnt_bit <= 3'd0;
     else if((cnt_bit == 3'd7) && (cnt_i2c_clk == 2'd3))
        cnt_bit <= 3'd0;
     else if((cnt_i2c_clk == 2'd3) && (state != IDLE))
        cnt_bit <= cnt_bit + 1'b1;
 always@(posedge i2c_clk or negedge sys_rst_n)
     if(sys_rst_n == 1'b0)
            state <= IDLE;
     else case(state)
         IDLE:
             if(i2c_start == 1'b1)
             state <= START_1;
             else
             state <= state;
         START_1:
             if(cnt_i2c_clk == 3)
             state <= SEND_D_ADDR;
             else
             state <= state;
         SEND_D_ADDR:
             if((cnt_bit == 3'd7) &&(cnt_i2c_clk == 3))
             state <= ACK_1;
             else
             state <= state;
         ACK_1:
             if((cnt_i2c_clk == 3) && (ack == 1'b0))
             begin
             if(addr_num == 1'b1)
             state <= SEND_B_ADDR_H;
             else
             state <= SEND_B_ADDR_L;
             end
             else
             state <= state;
         SEND_B_ADDR_H:
             if((cnt_bit == 3'd7) &&(cnt_i2c_clk == 3))
             state <= ACK_2;
             else
             state <= state;
         ACK_2:
             if((cnt_i2c_clk == 3) && (ack == 1'b0))
             state <= SEND_B_ADDR_L;
             else
             state <= state;
         SEND_B_ADDR_L:
             if((cnt_bit == 3'd7) && (cnt_i2c_clk == 3))
             state <= ACK_3;
             else
             state <= state;
         ACK_3:
             if((cnt_i2c_clk == 3) && (ack == 1'b0))
             begin
             if(wr_en == 1'b1)
             state <= WR_DATA;
             else if(rd_en == 1'b1)
             state <= START_2;
             else
             state <= state;
             end
             else
             state <= state;
         WR_DATA:
             if((cnt_bit == 3'd7) &&(cnt_i2c_clk == 3))
             state <= ACK_4;
             else
             state <= state;
             ACK_4:
             if((cnt_i2c_clk == 3) && (ack == 1'b0))
             state <= STOP;
             else
             state <= state;
             START_2:
             if(cnt_i2c_clk == 3)
             state <= SEND_RD_ADDR;
             else
             state <= state;
         SEND_RD_ADDR:
             if((cnt_bit == 3'd7) &&(cnt_i2c_clk == 3))
             state <= ACK_5;
             else
             state <= state;
             ACK_5:
             if((cnt_i2c_clk == 3) && (ack == 1'b0))
             state <= RD_DATA;
             else
             state <= state;
         RD_DATA:
             if((cnt_bit == 3'd7) &&(cnt_i2c_clk == 3))
             state <= N_ACK;
             else
             state <= state;
         N_ACK:
             if(cnt_i2c_clk == 3)
             state <= STOP;
             else
             state <= state;
         STOP:
             if((cnt_bit == 3'd3) &&(cnt_i2c_clk == 3))
             state <= IDLE;
             else
             state <= state;
         default: state <= IDLE;
     endcase
 always@(*)
     case (state)
     IDLE,START_1,SEND_D_ADDR,SEND_B_ADDR_H,SEND_B_ADDR_L,
     WR_DATA,START_2,SEND_RD_ADDR,RD_DATA,N_ACK:
        ack <= 1'b1;
     ACK_1,ACK_2,ACK_3,ACK_4,ACK_5:
         if(cnt_i2c_clk == 2'd0)
         ack <= sda_in;
         else
         ack <= ack;
     default: ack <= 1'b1;
     endcase
 always@(*)
     case (state)
     IDLE:
         i2c_scl <= 1'b1;
         START_1:
         if(cnt_i2c_clk == 2'd3)
         i2c_scl <= 1'b0;
         else
         i2c_scl <= 1'b1;
     SEND_D_ADDR,ACK_1,SEND_B_ADDR_H,ACK_2,SEND_B_ADDR_L,
     ACK_3,WR_DATA,ACK_4,START_2,SEND_RD_ADDR,ACK_5,RD_DATA,N_ACK:
         if((cnt_i2c_clk == 2'd1) || (cnt_i2c_clk == 2'd2))
         i2c_scl <= 1'b1;
         else
         i2c_scl <= 1'b0;
     STOP:
         if((cnt_bit == 3'd0) &&(cnt_i2c_clk == 2'd0))
         i2c_scl <= 1'b0;
         else
         i2c_scl <= 1'b1;
     default: i2c_scl <= 1'b1;
     endcase
 always@(*)
     case (state)
     IDLE:
         begin
         i2c_sda_reg <= 1'b1;
         rd_data_reg <= 8'd0;
         end
     START_1:
         if(cnt_i2c_clk <= 2'd0)
         i2c_sda_reg <= 1'b1;
         else
         i2c_sda_reg <= 1'b0;
     SEND_D_ADDR:
         if(cnt_bit <= 3'd6)
         i2c_sda_reg <= DEVICE_ADDR[6 - cnt_bit];
         else
         i2c_sda_reg <= 1'b0;
     ACK_1:
         i2c_sda_reg <= 1'b1;
         SEND_B_ADDR_H:
         i2c_sda_reg <= byte_addr[15 - cnt_bit];
     ACK_2:
         i2c_sda_reg <= 1'b1;
         SEND_B_ADDR_L:
         i2c_sda_reg <= byte_addr[7 - cnt_bit];
     ACK_3:
        i2c_sda_reg <= 1'b1;
     WR_DATA:
        i2c_sda_reg <= wr_data[7 - cnt_bit];
     ACK_4:
        i2c_sda_reg <= 1'b1;
     START_2:
     if(cnt_i2c_clk <= 2'd1)
     i2c_sda_reg <= 1'b1;
     else
        i2c_sda_reg <= 1'b0;
     SEND_RD_ADDR:
        if(cnt_bit <= 3'd6)
        i2c_sda_reg <= DEVICE_ADDR[6 - cnt_bit];
        else
        i2c_sda_reg <= 1'b1;
     ACK_5:
        i2c_sda_reg <= 1'b1;
     RD_DATA:
        if(cnt_i2c_clk == 2'd2)
        rd_data_reg[7 - cnt_bit] <= sda_in;
        else
        rd_data_reg <= rd_data_reg;
     N_ACK:
        i2c_sda_reg <= 1'b1;
     STOP:
        if((cnt_bit == 3'd0) && (cnt_i2c_clk < 2'd3))
            i2c_sda_reg <= 1'b0;
        else
            i2c_sda_reg <= 1'b1;
     default:
         begin
            i2c_sda_reg <= 1'b1;
            rd_data_reg <= rd_data_reg;
         end
     endcase
 always@(posedge i2c_clk or negedge sys_rst_n)
     if(sys_rst_n == 1'b0)
        rd_data <= 8'd0;
     else if((state == RD_DATA)&&(cnt_bit == 3'd7)&&(cnt_i2c_clk == 2'd3))
        rd_data <= rd_data_reg;
 always@(posedge i2c_clk or negedge sys_rst_n)
     if(sys_rst_n == 1'b0)
        i2c_end <= 1'b0;
     else if((state == STOP) && (cnt_bit == 3'd3) &&(cnt_i2c_clk == 3))
        i2c_end <= 1'b1;
     else
        i2c_end <= 1'b0;
 assign sda_in = i2c_sda;
 assign sda_en = ((state == RD_DATA)||(state == ACK_1)||(state == ACK_2)
 || (state == ACK_3)||(state == ACK_4)||(state == ACK_5)) ? 1'b0 : 1'b1;
 assign i2c_sda = (sda_en == 1'b1) ? i2c_sda_reg : 1'bz;
 endmodule
==> flow/run.sh <==
#!/bin/bash
# OpenROAD 26Q1-2900-gdf79404cd8, Yosys 0.63+post, stock flow scripts
make -C /OpenROAD-flow-scripts/flow DESIGN_CONFIG=/design/flow/config.mk WORK_HOME=/design/flow/orfs finish
==> flow/config.mk <==
export PLATFORM = sky130hd
export DESIGN_NAME = i2c_ctrl
export DESIGN_NICKNAME = i2c_ctrl
export VERILOG_FILES = /design/flow/design.v
export SDC_FILE = /design/flow/constraint.sdc
export NUM_CORES = 4
export LEC_CHECK = 1
export CORE_UTILIZATION = 30
==> flow/constraint.sdc <==
current_design i2c_ctrl

set clk_period 1.8
set clk_io_pct 0.2

create_clock -name clk0 -period $clk_period [get_ports {sys_clk}]

set non_clock_inputs [all_inputs -no_clocks]
set_input_delay [expr $clk_period * $clk_io_pct] -clock clk0 $non_clock_inputs
set_output_delay [expr $clk_period * $clk_io_pct] -clock clk0 [all_outputs]
==> summary.rpt <==
==============================================================================
Result of the run ............................................... aborted with a tool error
Number of rows created at floorplan .............................           30
First reported error ............................................ [error] [KeplerFormal.cpp:679] Workflow failed: Iso has multiple drivers: .i2c_sda0, i2c_sda$_DLATCH_N_.Q0
HPWL Detailed ...................................................      3.26 mm
Synthesized chip area reported by yosys ......................... 0.00216 mm^2
Stage at which the run stopped ..................................      4_1_cts
Area leader, netlist ............................................      dfrtp_1
Count of different cell masters after synthesis .................           56
Flops out of synthesis ..........................................           38
Cell with the most instances after synthesis ....................      dfrtp_1
Starting density of the core ....................................        0.314
Cells after synthesis ...........................................          214
Last weighted congestion value of the routability-driven placer .        0.867
Share of Yosys cell area claimed by the top area cell type ......        0.313
Hold-fix buffer count after cts .................................            0
Number of placed I/O pins .......................................           42
Count of unclocked register or latch pins .......................           29
Count of endpoints without a timing constraint ..................           40
Buffer type at the clock tree root ..............................     clkbuf_8
Port-buffer cells ...............................................           40
Netlist area before placement ................................... 0.00216 mm^2
Total CTS buffers ...............................................            3
Yosys Instances .................................................          214
# resized after CTS .............................................            0
Synth top area cells ............................................ dfrtp_1, dlxtn_1, ha_1
Overall die height ..............................................      86.8 um
Primary flip-flop cell chosen by synthesis mapping ..............      dfrtp_1
Maximum clock insertion buffer count ............................            2
Total placed cells including tap cells ..........................          342
Most frequent cells after synthesis ............................. dfrtp_1, nor2_1, inv_1
Number of flops mapped to enable cells by yosys .................            0
Die x size ......................................................      86.8 um
Synthesized area per cell .......................................    10.1 um^2
Number of H-tree levels .........................................            1
Async set-or-reset flop fraction in the synthesized netlist .....        0.737
Postcts setup bufs ..............................................            0
Number of warning messages in the yosys log .....................            2
==============================================================================
metrics by stage:
stage	hold slack (ns)	utilization	total power (W)	cell area (um^2)	setup slack [ns]
2_1_floorplan	0.0644	-	0.000221	2160	0.387
3_3_place_gp	0.464	0.382	0.000298	2620	0.483
3_5_place_dp	0.462	0.382	0.000300	2620	0.489
logic make-up after synthesis:
group | after synthesis | share of synthesized area
simple gates | 66 | 0.168
compound gates | 46 | 0.157
flops | 28 | 0.326
buf+inv | 26 | 0.0615
mux | 16 | 0.108
fa+ha+maj | 12 | 0.0696
xor+xnor | 10 | 0.0406
latches | 10 | 0.0696
Power is estimated from default activity; no workload was simulated.
