==> flow/design.v <==
`timescale 1ns / 1ps
module LCD_RGB #
(
	parameter LCD_W = 8'd240,			 
	parameter LCD_H = 8'd240			 
)
(
	input				clk_in,			 
	input				rst_n_in,		 
	output	reg			ram_lcd_clk_en,	 
	output	reg	[7:0]	ram_lcd_addr,	 
	input		[131:0]	ram_lcd_data,	 
	output	reg			lcd_rst_n_out,	 
	output	reg			lcd_bl_out,		 
	output	reg			lcd_dc_out,		 
	output	reg			lcd_clk_out,	 
	output	reg			lcd_data_out,	 
    output	reg			lcd_cs_out
);
	localparam			INIT_DEPTH = 16'd60;  
	localparam			RED		=	16'hf800;	 
	localparam			GREEN	=	16'h07e0;	 
	localparam			BLUE	=	16'h001f;	 
	localparam			BLACK	=	16'h0000;	 
	localparam			WHITE	=	16'hffff;	 
	localparam			YELLOW	=	16'hffe0;	 
	localparam			IDLE	=	3'd0;
	localparam			MAIN	=	3'd1;
	localparam			INIT	=	3'd2;
	localparam			SCAN	=	3'd3;
	localparam			WRITE	=	3'd4;
	localparam			DELAY	=	3'd5;
	localparam			LOW		=	1'b0;
	localparam			HIGH	=	1'b1;
	reg		[15:0]	color_t	=	YELLOW;		 
	wire		[15:0]	color_b	=	BLACK;		 
	reg			[7:0]	x_cnt;
	reg			[7:0]	y_cnt;
	reg			[131:0]	ram_data_r;
	reg			[8:0]	data_reg;				 
	reg			[8:0]	reg_setxy	[10:0];
	reg			[8:0]	reg_init	[59:0];
	reg			[2:0]	cnt_main;
	reg			[2:0]	cnt_init;
	reg			[2:0]	cnt_scan;
	reg			[5:0]	cnt_write;
	reg			[15:0]	cnt_delay;
	reg			[15:0]	num_delay;
	reg			[15:0]	cnt;
	reg					high_word;
	reg			[2:0] 	state = IDLE;
	reg			[2:0] 	state_back = IDLE;
	always@(posedge clk_in or negedge rst_n_in) begin
		if(!rst_n_in) begin
			x_cnt <= 8'd0;
			y_cnt <= 8'd0;
            lcd_cs_out<=1'b0;
			ram_lcd_clk_en <= 1'b0;
			ram_lcd_addr <= 8'd0;
			cnt_main <= 3'd0;
			cnt_init <= 3'd0;
			cnt_scan <= 3'd0;
			cnt_write <= 6'd0;
			cnt_delay <= 16'd0;
			num_delay <= 16'd50;
			cnt <= 16'd0;
			high_word <= 1'b1;
            lcd_dc_out  <=1'b0;
			lcd_bl_out <= LOW;
			state <= IDLE;
			state_back <= IDLE;
            reg_setxy[0]	=	{1'b0,8'h2a};
			reg_setxy[1]	=	{1'b1,8'h00};
			reg_setxy[2]	=	{1'b1,8'h00};
			reg_setxy[3]	=	{1'b1,8'h00};
			reg_setxy[4]	=	{1'b1,8'hf0};
			reg_setxy[5]	=	{1'b0,8'h2b};
			reg_setxy[6]	=	{1'b1,8'h00};
			reg_setxy[7]	=	{1'b1,8'h00};
			reg_setxy[8]	=	{1'b1,8'h00};
			reg_setxy[9]	=	{1'b1,8'hf0};
			reg_setxy[10]	=	{1'b0,8'h2c};
            reg_init[0]		=	{1'b0,8'h11}; 
			reg_init[1]		=	{1'b0,8'h36}; 
			reg_init[2]		=	{1'b1,8'h00}; 
			reg_init[3]		=	{1'b0,8'h3A}; 
			reg_init[4]		=	{1'b1,8'h05};
            reg_init[5]		=	{1'b0,8'hb2}; 
			reg_init[6]		=	{1'b1,8'h0C}; 
			reg_init[7]		=	{1'b1,8'h0c}; 
			reg_init[8]		=	{1'b1,8'h00}; 
			reg_init[9]	    =	{1'b1,8'h33}; 
			reg_init[10]	=	{1'b1,8'h33}; 
			reg_init[11]	=	{1'b0,8'hb7}; 
			reg_init[12]	=	{1'b1,8'h35}; 
			reg_init[13]	=	{1'b0,8'hbb}; 
			reg_init[14]	=	{1'b1,8'h19};
			reg_init[15]	=	{1'b0,8'hc0}; 
			reg_init[16]	=	{1'b1,8'h2c}; 
			reg_init[17]	=	{1'b0,8'hc2}; 
			reg_init[18]	=	{1'b1,8'h01};
			reg_init[19]	=	{1'b0,8'hc3}; 
			reg_init[20]	=	{1'b1,8'h12}; 
			reg_init[21]	=	{1'b0,8'hc4}; 
			reg_init[22]	=	{1'b1,8'h20}; 
			reg_init[23]	=	{1'b0,8'hc6}; 
			reg_init[24]	=	{1'b1,8'h0f}; 
			reg_init[25]	=	{1'b0,8'hd0}; 
			reg_init[26]	=	{1'b1,8'ha4}; 
			reg_init[27]	=	{1'b1,8'ha1}; 
			reg_init[28]	=	{1'b0,8'he0}; 
			reg_init[29]	=	{1'b1,8'hd0}; 
			reg_init[30]	=	{1'b1,8'h04}; 
			reg_init[31]	=	{1'b1,8'h0d}; 
			reg_init[32]	=	{1'b1,8'h11}; 
			reg_init[33]	=	{1'b1,8'h13}; 
			reg_init[34]	=	{1'b1,8'h2b}; 
			reg_init[35]	=	{1'b1,8'h3f}; 
			reg_init[36]	=	{1'b1,8'h54}; 
			reg_init[37]	=	{1'b1,8'h4c}; 
			reg_init[38]	=	{1'b1,8'h18}; 
			reg_init[39]	=	{1'b1,8'h0d}; 
			reg_init[40]	=	{1'b1,8'h0b}; 
			reg_init[41]	=	{1'b1,8'h1f}; 
			reg_init[42]	=	{1'b1,8'h23}; 
			reg_init[43]	=	{1'b0,8'he1}; 
			reg_init[44]	=	{1'b1,8'hd0}; 
			reg_init[45]	=	{1'b1,8'h04}; 
			reg_init[46]	=	{1'b1,8'h0c}; 
			reg_init[47]	=	{1'b1,8'h11}; 
			reg_init[48]	=	{1'b1,8'h13}; 
			reg_init[49]	=	{1'b1,8'h2c}; 
			reg_init[50]	=	{1'b1,8'h3f}; 
			reg_init[51]	=	{1'b1,8'h44}; 
			reg_init[52]	=	{1'b1,8'h51}; 
			reg_init[53]	=	{1'b1,8'h2f}; 
			reg_init[54]	=	{1'b1,8'h1f}; 
			reg_init[55]	=	{1'b1,8'h1f}; 
			reg_init[56]	=	{1'b1,8'h20}; 
			reg_init[57]	=	{1'b1,8'h23}; 
			reg_init[58]	=	{1'b0,8'h21}; 
			reg_init[59]	=	{1'b0,8'h29}; 
		end else begin
			case(state)
				IDLE:begin
						x_cnt <= 8'd0;
						y_cnt <= 8'd0;
						ram_lcd_clk_en <= 1'b0;
						ram_lcd_addr <= 8'd0;
						cnt_main <= 3'd0;
						cnt_init <= 3'd0;
						cnt_scan <= 3'd0;
						cnt_write <= 6'd0;
						cnt_delay <= 16'd0;
						num_delay <= 16'd50;
						cnt <= 16'd0;
						high_word <= 1'b1;
						state <= MAIN;
						state_back <= MAIN;
					end
				MAIN:begin
						case(cnt_main)	 
							3'd0:	begin state <= INIT; cnt_main <= cnt_main + 1'b1; end
							3'd1:	begin state <= SCAN; cnt_main <= cnt_main + 1'b1;color_t<=YELLOW; end
                            3'd2:	begin state <= SCAN; cnt_main <= cnt_main + 1'b1; color_t<=RED;end
							3'd3:	begin cnt_main <= 1'b1; end
							default: state <= IDLE;
						endcase
					end
				INIT:begin	 
						case(cnt_init)
							3'd0:	begin lcd_rst_n_out <= 1'b0; cnt_init <= cnt_init + 1'b1; end	 
							3'd1:	begin num_delay <= 16'd3000; state <= DELAY; state_back <= INIT; cnt_init <= cnt_init + 1'b1; end	 
							3'd2:	begin lcd_rst_n_out <= 1'b1; cnt_init <= cnt_init + 1'b1; end	 
							3'd3:	begin num_delay <= 16'd3000; state <= DELAY; state_back <= INIT; cnt_init <= cnt_init + 1'b1; end	 
							3'd4:	begin 
										if(cnt>=INIT_DEPTH) begin	 
											cnt <= 16'd0;
											cnt_init <= cnt_init + 1'b1;
										end else begin
											data_reg <= reg_init[cnt];	
											if(cnt==16'd0) num_delay <= 16'd50000;  
											else num_delay <= 16'd50;
											cnt <= cnt + 16'd1;
											state <= WRITE;
											state_back <= INIT;
										end
									end
							3'd5:	begin cnt_init <= 1'b0; state <= MAIN; end	 
							default: state <= IDLE;
						endcase
					end
				SCAN:begin	 
						case(cnt_scan)
							3'd0:	begin  
										if(cnt >= 11) begin	 
											cnt <= 16'd0;
											cnt_scan <= cnt_scan + 1'b1;
										end else begin
											data_reg <= reg_setxy[cnt];
											cnt <= cnt + 16'd1;
											num_delay <= 16'd50;
											state <= WRITE;
											state_back <= SCAN;
										end
									end
							3'd1:	begin ram_lcd_clk_en <= HIGH; ram_lcd_addr <= y_cnt; cnt_scan <= cnt_scan + 1'b1; end	 
							3'd2:	begin cnt_scan <= cnt_scan + 1'b1; end	 
							3'd3:	begin ram_lcd_clk_en <= LOW; ram_data_r <= ram_lcd_data; cnt_scan <= cnt_scan + 1'b1; end	 
							3'd4:	begin  
										if(x_cnt>=LCD_W) begin	 
											x_cnt <= 8'd0;	
											if(y_cnt>=LCD_H) begin y_cnt <= 8'd0; cnt_scan <= cnt_scan + 1'b1; end	 
											else begin y_cnt <= y_cnt + 1'b1; cnt_scan <= 3'd1; end		 
										end else begin
											if(high_word) data_reg <= {1'b1,color_t[15:8]};  
											else begin data_reg <=  {1'b1,color_t[7:0]}; x_cnt <= x_cnt + 1'b1; end	 
											high_word <= ~high_word;	 
											num_delay <= 16'd50;	 
											state <= WRITE;	 
											state_back <= SCAN;	 
										end
									end
							3'd5:	begin cnt_scan <= 1'b0; lcd_bl_out <= HIGH; state <= MAIN; end
							default: state <= IDLE;
						endcase
					end
				WRITE:begin	 
						if(cnt_write >= 6'd17) cnt_write <= 1'b0;
						else cnt_write <= cnt_write + 1'b1;
						case(cnt_write)
							6'd0:	begin lcd_dc_out <= data_reg[8]&1'b1; end	 
							6'd1:	begin lcd_clk_out <= LOW; lcd_data_out <= data_reg[7]; end	 
							6'd2:	begin lcd_clk_out <= HIGH; end
							6'd3:	begin lcd_clk_out <= LOW; lcd_data_out <= data_reg[6]; end
							6'd4:	begin lcd_clk_out <= HIGH; end
							6'd5:	begin lcd_clk_out <= LOW; lcd_data_out <= data_reg[5]; end
							6'd6:	begin lcd_clk_out <= HIGH; end
							6'd7:	begin lcd_clk_out <= LOW; lcd_data_out <= data_reg[4]; end
							6'd8:	begin lcd_clk_out <= HIGH; end
							6'd9:	begin lcd_clk_out <= LOW; lcd_data_out <= data_reg[3]; end
							6'd10:	begin lcd_clk_out <= HIGH; end
							6'd11:	begin lcd_clk_out <= LOW; lcd_data_out <= data_reg[2]; end
							6'd12:	begin lcd_clk_out <= HIGH; end
							6'd13:	begin lcd_clk_out <= LOW; lcd_data_out <= data_reg[1]; end
							6'd14:	begin lcd_clk_out <= HIGH; end
							6'd15:	begin lcd_clk_out <= LOW; lcd_data_out <= data_reg[0]; end	 
							6'd16:	begin lcd_clk_out <= HIGH; end
							6'd17:	begin lcd_clk_out <= LOW; state <= DELAY; end	 
							default: state <= IDLE;
						endcase
					end
				DELAY:begin	 
						if(cnt_delay >= num_delay) begin
							cnt_delay <= 16'd0;
							state <= state_back; 
						end else cnt_delay <= cnt_delay + 1'b1;
					end
				default:state <= IDLE;
			endcase
		end
	end
	initial	 
		begin
			reg_setxy[0]	=	{1'b0,8'h2a};
			reg_setxy[1]	=	{1'b1,8'h00};
			reg_setxy[2]	=	{1'b1,8'h00};
			reg_setxy[3]	=	{1'b1,8'h00};
			reg_setxy[4]	=	{1'b1,LCD_W-1};
			reg_setxy[5]	=	{1'b0,8'h2b};
			reg_setxy[6]	=	{1'b1,8'h00};
			reg_setxy[7]	=	{1'b1,8'h00};
			reg_setxy[8]	=	{1'b1,8'h00};
			reg_setxy[9]	=	{1'b1,LCD_H-1};
			reg_setxy[10]	=	{1'b0,8'h2c};
		end
	initial	 
		begin
			    reg_init[0]		=	{1'b0,8'h11}; 
			reg_init[1]		=	{1'b0,8'h36}; 
			reg_init[2]		=	{1'b1,8'h70}; 
			reg_init[3]		=	{1'b0,8'h3A}; 
			reg_init[4]		=	{1'b1,8'h05};
            reg_init[5]		=	{1'b0,8'hb2}; 
			reg_init[6]		=	{1'b1,8'h0C}; 
			reg_init[7]		=	{1'b1,8'h0c}; 
			reg_init[8]		=	{1'b1,8'h00}; 
			reg_init[9]	=	{1'b1,8'h33}; 
			reg_init[10]	=	{1'b1,8'h33}; 
			reg_init[11]	=	{1'b0,8'hb7}; 
			reg_init[12]	=	{1'b1,8'h35}; 
			reg_init[13]	=	{1'b0,8'hbb}; 
			reg_init[14]	=	{1'b1,8'h19};
			reg_init[15]	=	{1'b0,8'hc0}; 
			reg_init[16]	=	{1'b1,8'h2c}; 
			reg_init[17]	=	{1'b0,8'hc2}; 
			reg_init[18]	=	{1'b1,8'h01};
			reg_init[19]	=	{1'b0,8'hc3}; 
			reg_init[20]	=	{1'b1,8'h12}; 
			reg_init[21]	=	{1'b0,8'hc4}; 
			reg_init[22]	=	{1'b1,8'h20}; 
			reg_init[23]	=	{1'b0,8'hc6}; 
			reg_init[24]	=	{1'b1,8'h0f}; 
			reg_init[25]	=	{1'b0,8'hd0}; 
			reg_init[26]	=	{1'b1,8'ha4}; 
			reg_init[27]	=	{1'b1,8'ha1}; 
			reg_init[28]	=	{1'b0,8'he0}; 
			reg_init[29]	=	{1'b1,8'hd0}; 
			reg_init[30]	=	{1'b1,8'h04}; 
			reg_init[31]	=	{1'b1,8'h0d}; 
			reg_init[32]	=	{1'b1,8'h11}; 
			reg_init[33]	=	{1'b1,8'h13}; 
			reg_init[34]	=	{1'b1,8'h2b}; 
			reg_init[35]	=	{1'b1,8'h3f}; 
			reg_init[36]	=	{1'b1,8'h54}; 
			reg_init[37]	=	{1'b1,8'h4c}; 
			reg_init[38]	=	{1'b1,8'h18}; 
			reg_init[39]	=	{1'b1,8'h0d}; 
			reg_init[40]	=	{1'b1,8'h0b}; 
			reg_init[41]	=	{1'b1,8'h1f}; 
			reg_init[42]	=	{1'b1,8'h23}; 
			reg_init[43]	=	{1'b0,8'he1}; 
			reg_init[44]	=	{1'b1,8'hd0}; 
			reg_init[45]	=	{1'b1,8'h04}; 
			reg_init[46]	=	{1'b1,8'h0c}; 
			reg_init[47]	=	{1'b1,8'h11}; 
			reg_init[48]	=	{1'b1,8'h13}; 
			reg_init[49]	=	{1'b1,8'h2c}; 
			reg_init[50]	=	{1'b1,8'h3f}; 
			reg_init[51]	=	{1'b1,8'h44}; 
			reg_init[52]	=	{1'b1,8'h51}; 
			reg_init[53]	=	{1'b0,8'h2f}; 
			reg_init[54]	=	{1'b1,8'h1f}; 
			reg_init[55]	=	{1'b1,8'h1f}; 
			reg_init[56]	=	{1'b1,8'h20}; 
			reg_init[57]	=	{1'b1,8'h23}; 
			reg_init[58]	=	{1'b0,8'h21}; 
			reg_init[59]	=	{1'b0,8'h29}; 
		end
endmodule
==> flow/run.sh <==
#!/bin/bash
# OpenROAD 26Q1-2900-gdf79404cd8, Yosys 0.63+post, stock flow scripts
make -C /OpenROAD-flow-scripts/flow DESIGN_CONFIG=/design/flow/config.mk WORK_HOME=/design/flow/orfs finish
==> flow/config.mk <==
export PLATFORM = sky130hd
export DESIGN_NAME = LCD_RGB
export DESIGN_NICKNAME = LCD_RGB
export VERILOG_FILES = /design/flow/design.v
export SDC_FILE = /design/flow/constraint.sdc
export NUM_CORES = 4
export LEC_CHECK = 1
export CORE_UTILIZATION = 30
==> flow/constraint.sdc <==
current_design LCD_RGB

set clk_period 5.8
set clk_io_pct 0.2

create_clock -name clk0 -period $clk_period [get_ports {clk_in}]

set non_clock_inputs [all_inputs -no_clocks]
set_input_delay [expr $clk_period * $clk_io_pct] -clock clk0 $non_clock_inputs
set_output_delay [expr $clk_period * $clk_io_pct] -clock clk0 [all_outputs]
==> run notes <==
run metrics: final setup vio count=0, register pins left without a clock=2, Max Freq=0.311 GHz, post-cts hold buffer count=0, vias in the first global route=between 5000 and 6000, flip-flops with a built-in enable=13, syn avg cell area=8.39 sq um, Residual DRC=0, clock buffer depth=2, Pins Over Slew Limit=0, reg2reg setup slack=2580 ps, ANT cells=0, cell count in the Yosys report=817, Setup crit start kind=flop, vias per std cell=5.48, Max Cap Violations=0, # IOs=149, hold path endpoint=lcd_dc_out$_DFFE_PN0P_, hold path startpoint=data_reg[8]$_DFFE_PP_, core box area=0.0221 sq mm, die area=0.0234 sq mm, dominant cell type by area after synthesis=dfrtp_1, FP Core Util=0.310, die height=153 um, setup TNS=0 ps, Yosys top cell area share=0.299, pin count of the biggest net entering global routing=47, Setup crit end kind=flop, Post-Syn Instances=817, CP required=5900 ps, Yosys chip area=0.00685 sq mm, drt pass-1 iters=7, Critical Path AT=3320 ps, All-Layer GR Usage=0.150, # rows=54, reg-to-reg endpoint=data_reg[0]$_DFFE_PP_, post-layout period usage=0.554, Unique cell types=87, DRT Wirelength=~17000 um, Post-DRT Antenna Nets=0, Crit path largest cell delay=~760 ps, share of layout cells above drive strength 1=0.0744, fraction of registers with async set/reset=0.850, most frequent cell after synthesis=nand2_1, drt first-iter violations=469, CTS Buf Count=9, Synth area leaders=dfrtp_1, edfxtp_1, ha_1, CP Cell Sequence=inv_1 -> ha_1 -> nand2_1 -> a2111oi_0 -> a211oi_1 -> o21ai_0 -> nor4_2 -> o31a_1, crit path kind=reg -> reg, port bufs=15, setup bufs post-CTS=0, outcome=finished, final reports clean, Syn Std Cell Area=around 0.0069 sq mm, Crit Reg-Reg Startpoint=cnt[1]$_DFFE_PN0P_, Final Hold Viols=0, slew margin rel.=0.474, CTS tree=done, HP Class=reg -> reg, most frequent cells after synthesis=nand2_1, dfrtp_1, nor2_1, Clk pin slew, worst setup/hold paths=approximately 70 ps, skew final=roughly 7.4 ps, Pleak=3.04 nW, dpl hpwl=11600 um, vias=roughly 6000, Peak VDD IR=0.113 mV, slew at the pin with the worst max-slew slack=approximately 770 ps, Area growth, synth to finish=9.20%, WHS Path Cells=1, PD cells=174 mW/mm^2, post_cts resized=0, Final GP Congestion=around 0.96, slowest CP cell=a2111oi_0, first-pass GRT wire length=roughly 28000 um, Ys Warns=3, RSZ-0062 raised after global routing=no, FF-to-FF path depth=8, antenna violations before repair=0, Tmin final=3220 ps, GR Overflow Total=0, CTS root buf=clkbuf_16, die width=153 um, most common flop cell mapped by yosys=dfrtp_1, clk latency of the worst-skew pair=350 ps, H-tree Lvls=3, OpenROAD warnings=170, dpl ws=around 2600 ps, fin worst setup slack=around 2600 ps, Registers, synthesis=approximately 100, routed length per instance=15.3 um, Critical Path Fanout Max=21
logic make-up (layout without fill, tap and decap cells):
group                      after synthesis  in the layout  synth area share
AOI/OAI and AO/OA                      229            229             0.219
xor gates and xnor gates                 5              5           0.00639
adders and majority gates               31             31            0.0566
buffers and inverters                   90             78            0.0561
DFF                                     98             98             0.368
latches                                  2              2           0.00438
muxes                                   18             18            0.0299
other                                    2              3           0.00110
and+or+nand+nor                        342            342             0.259
layer usage:
layer | up-vias | track usage | wire [um]
li1 | 2960 | - | -
met1 | 2801 | 0.238 | 8240
met2 | 172 | 0.219 | 7220
met3 | 21 | 0.0280 | 903
met4 | 0 | 0.0221 | 274
met5 | - | 0 | 0
layout make-up:
| cell class | count | area [sq um] |
|---|---|---|
| Fill cell | 2190 | 14600 |
| Multi-Input combinational cell | 628 | 3920 |
| Sequential cell | 100 | 2550 |
| Tap cell | 280 | 350 |
| Clock buffer | 12 | 268 |
| Timing Repair Buffer | 25 | 223 |
| Inverter | 37 | 139 |
| Clock inverter | 4 | 31.3 |
cells in the final DEF (no fill, tap or decap), drive strengths merged, types with 4 or more instances in the layout:
cell	count
a22o	5
edfxtp	13
nor2	74
o31ai	13
nand3b	4
nor4	18
and3	8
and2	9
clkbuf	12
o21ai	71
a31oi	19
o21a	5
clkdlybuf4s50	14
nor3	27
o22ai	7
ha	31
a21o	7
nand3	45
nand4	11
a32oi	5
or2	5
nor2b	17
nand2b	17
buf	11
or3	4
nand2	84
inv	39
mux2	10
a21oi	46
a2111oi	4
a211oi	7
dfrtp	82
mux2i	7
or3b	4
power breakdown:
part / internal [W] / switching (W) / leakage (nW)
clock: 0.000332 / 0.000264 / 0.145
sequential: 0.000695 / 0.000000574 / 1.27
combinational: 0.00000100 / 0.0000123 / 1.63
worst max-delay path: cells and delay by family, from the launching register on:
kind                     cells  cell delay (ps)
AND-OR/OR-AND                4             1460
flip-flops                   1              460
adder cells (fa/ha/maj)      1              660
AND/OR/NAND/NOR              2              280
buffers and inverters        1              110
worst max path at each step:
stage,from,to,slack (ps),cells past startpoint
after global routing,cnt[1]$_DFFE_PN0P_,data_reg[0]$_DFFE_PP_,2350,8
after CTS,cnt[1]$_DFFE_PN0P_,data_reg[0]$_DFFE_PP_,2730,8
final,cnt[1]$_DFFE_PN0P_,data_reg[0]$_DFFE_PP_,2580,8
through the flow:
step	cell area, sq um	power (W)	utilization	std cells	hold slack [ps]
CTS	7480	0.00132	0.339	1086	482
global placement	7180	0.000724	0.325	1070	471
finish	7480	0.00130	0.339	1086	477
global route	7480	0.00136	0.339	1086	498
floorplan	6860	0.000710	-	818	417
detailed placement	7180	0.000724	0.325	1070	465
Power figures rest on the tool's default switching activity, not on a simulated workload.
