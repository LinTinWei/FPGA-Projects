===== ./run.sh =====
#!/bin/bash
# OpenROAD 26Q1-2900-gdf79404cd8, Yosys 0.63+post, stock flow scripts
make -C /OpenROAD-flow-scripts/flow DESIGN_CONFIG=/design/flow/config.mk WORK_HOME=/design/flow/orfs finish

===== ./config.mk =====
export PLATFORM = sky130hd
export DESIGN_NAME = i2c_rw_data
export DESIGN_NICKNAME = i2c_rw_data
export VERILOG_FILES = /design/flow/design.v
export SDC_FILE = /design/flow/constraint.sdc
export NUM_CORES = 4
export LEC_CHECK = 1
export CORE_UTILIZATION = 50

===== ./constraint.sdc =====
current_design i2c_rw_data

set clk_period 4.1
set clk_io_pct 0.2

create_clock -name clk0 -period $clk_period [get_ports {i2c_clk}]
create_clock -name clk1 -period $clk_period [get_ports {sys_clk}]

set non_clock_inputs [all_inputs -no_clocks]
set_input_delay [expr $clk_period * $clk_io_pct] -clock clk0 $non_clock_inputs
set_output_delay [expr $clk_period * $clk_io_pct] -clock clk0 [all_outputs]

===== ./design.v =====
module i2c_rw_data
(
input wire sys_clk , 
input wire i2c_clk , 
input wire sys_rst_n , 
input wire write , 
input wire read , 
input wire i2c_end , 
input wire [7:0] rd_data ,
output reg wr_en , 
output reg rd_en , 
output reg i2c_start , 
output reg [15:0] byte_addr , 
output reg [7:0] wr_data , 
output reg [7:0] Data 
);
parameter DATA_NUM = 8'd1 ,
CNT_START_MAX = 11'd1500 ,  
CNT_WR_RD_MAX = 8'd200 ,
CNT_WAIT_MAX = 28'd500_000 ;
wire [7:0] data_num ; 
reg [7:0] cnt_wr ; 
reg write_valid ; 
reg [7:0] cnt_rd ; 
reg read_valid ; 
reg [10:0] cnt_start ; 
reg [7:0] wr_i2c_data_num ; 
reg [7:0] rd_i2c_data_num ; 
reg fifo_rd_valid ; 
reg [27:0] cnt_wait ; 
reg fifo_rd_en ; 
reg [7:0] rd_data_num ; 
always@(posedge sys_clk or negedge sys_rst_n)
    if(sys_rst_n == 1'b0)
        cnt_wr <= 8'd0;
    else if(write_valid == 1'b0)
        cnt_wr <= 8'd0;
    else if(write_valid == 1'b1)
        cnt_wr <= cnt_wr + 1'b1;
always@(posedge sys_clk or negedge sys_rst_n)
    if(sys_rst_n == 1'b0)
        write_valid <= 1'b0;
    else if(cnt_wr == (CNT_WR_RD_MAX - 1'b1))
        write_valid <= 1'b0;
    else if(write == 1'b1)
        write_valid <= 1'b1;
always@(posedge sys_clk or negedge sys_rst_n)
    if(sys_rst_n == 1'b0)
        cnt_rd <= 8'd0;
    else if(read_valid == 1'b0)
        cnt_rd <= 8'd0;
    else if(read_valid == 1'b1)
        cnt_rd <= cnt_rd + 1'b1;
always@(posedge sys_clk or negedge sys_rst_n)
    if(sys_rst_n == 1'b0)
        read_valid <= 1'b0;
    else if(cnt_rd == (CNT_WR_RD_MAX - 1'b1))
        read_valid <= 1'b0;
    else if(read == 1'b1)
        read_valid <= 1'b1;
always@(posedge i2c_clk or negedge sys_rst_n)
    if(sys_rst_n == 1'b0)
        cnt_start <= 11'd0;
    else if((wr_en == 1'b0) && (rd_en == 1'b0))
        cnt_start <= 11'd0;
    else if(cnt_start == (CNT_START_MAX - 1'b1))
        cnt_start <= 11'd0;
    else if((wr_en == 1'b1) || (rd_en == 1'b1))
        cnt_start <= cnt_start + 1'b1;
always@(posedge i2c_clk or negedge sys_rst_n)
    if(sys_rst_n == 1'b0)
        i2c_start <= 1'b0;
     else if((cnt_start == (CNT_START_MAX - 1'b1)))
        i2c_start <= 1'b1;
     else
        i2c_start <= 1'b0;
always@(posedge i2c_clk or negedge sys_rst_n)
     if(sys_rst_n == 1'b0)
        wr_en <= 1'b0;
     else if((wr_i2c_data_num == DATA_NUM - 1)
     && (i2c_end == 1'b1) && (wr_en == 1'b1))
        wr_en <= 1'b0;
     else if(write_valid == 1'b1)
        wr_en <= 1'b1;
always@(posedge i2c_clk or negedge sys_rst_n)
     if(sys_rst_n == 1'b0)
        wr_i2c_data_num <= 8'd0;
     else if(wr_en == 1'b0)
        wr_i2c_data_num <= 8'd0;
     else if((wr_en == 1'b1) && (i2c_end == 1'b1))
        wr_i2c_data_num <= wr_i2c_data_num + 1'b1;
 always@(posedge i2c_clk or negedge sys_rst_n)
     if(sys_rst_n == 1'b0)
        rd_en <= 1'b0;
     else if((rd_i2c_data_num == DATA_NUM - 1)
     && (i2c_end == 1'b1) && (rd_en == 1'b1))
        rd_en <= 1'b0;
     else if(read_valid == 1'b1)
        rd_en <= 1'b1;
 always@(posedge i2c_clk or negedge sys_rst_n)
     if(sys_rst_n == 1'b0)
        rd_i2c_data_num <= 8'd0;
     else if(rd_en == 1'b0)
        rd_i2c_data_num <= 8'd0;
     else if((rd_en == 1'b1) && (i2c_end == 1'b1))
        begin
        rd_i2c_data_num <= rd_i2c_data_num + 1'b1;
        Data <=rd_data;
         end
 always@(posedge i2c_clk or negedge sys_rst_n)
     if(sys_rst_n == 1'b0)
        byte_addr <= 16'h00_5A;
     else if((wr_en == 1'b0) && (rd_en == 1'b0))
        byte_addr <= 16'h00_5A;
     else if(((wr_en == 1'b1) || (rd_en == 1'b1)) && (i2c_end == 1'b1))
        byte_addr <= byte_addr + 1'b1;
 always@(posedge i2c_clk or negedge sys_rst_n)
     if(sys_rst_n == 1'b0)
        wr_data <= 8'hA5;
     else if(wr_en == 1'b0)
        wr_data <= 8'hA5;
     else if((wr_en == 1'b1) && (i2c_end == 1'b1))
        wr_data <= wr_data + 1'b1;
 always@(posedge i2c_clk or negedge sys_rst_n)
     if(sys_rst_n == 1'b0)
        fifo_rd_valid <= 1'b0;
     else if((rd_data_num == DATA_NUM)
     && (cnt_wait == (CNT_WAIT_MAX - 1'b1)))
        fifo_rd_valid <= 1'b0;
     else if(data_num == DATA_NUM)
        fifo_rd_valid <= 1'b1;
 always@(posedge i2c_clk or negedge sys_rst_n)
     if(sys_rst_n == 1'b0)
        cnt_wait <= 28'd0;
     else if(fifo_rd_valid == 1'b0)
        cnt_wait <= 28'd0;
     else if(cnt_wait == (CNT_WAIT_MAX - 1'b1))
        cnt_wait <= 28'd0;
     else if(fifo_rd_valid == 1'b1)
        cnt_wait <= cnt_wait + 1'b1;
 always@(posedge i2c_clk or negedge sys_rst_n)
     if(sys_rst_n == 1'b0)
        fifo_rd_en <= 1'b0;
     else if((cnt_wait == (CNT_WAIT_MAX - 1'b1))
     && (rd_data_num < DATA_NUM))
        fifo_rd_en <= 1'b1;
     else
        fifo_rd_en <= 1'b0;
 always@(posedge i2c_clk or negedge sys_rst_n)
     if(sys_rst_n == 1'b0)
        rd_data_num <= 8'd0;
     else if(fifo_rd_valid == 1'b0)
        rd_data_num <= 8'd0;
     else if(fifo_rd_en == 1'b1)
        rd_data_num <= rd_data_num + 1'b1;
endmodule

==> metrics.yaml <==
grt_max_degree: 44
cp.depth: 1
final.setup.tns_ns: 0
design_area_mm2: 0.00455
hold_buffers: 0
rr_startpoint: "byte_addr[1]$_DFFE_PN1P_"
drive_above_1_share_pct: 9.80
place_area_mm2: 0.00426
cts.sinks: 80
busiest_layer: "met1"
regArea_mm2: 0.00205
crit_path_end_kind: "primary output"
r2r_cells: 4
setup_violations: 0
edf_count: 8
crit_path_top_delay_cell: "dfrtp_1"
status: "finished, final reports clean"
holdWs_ns: 0.449
grtUsageTotal_pct: 19.1
met3_usage_pct: 6.58
synth_cell_type_count: 33
yosysWarnings: 1
portBuffers: 47
via_count: 2521
cp_max_fo: 18
whs_path_depth: 1
ff_type: "dfrtp_1"
slew_viol_final: 0
max-cap-violations: 0
synth_flops: 80
synth_seq_share_pct: 55.9
hold_class: "register to register"
cpLargestDelayFamily: "flip-flops"
yosys_area_mm2: 0.00367
cp_num_buf_inv: 1
tightest_slew_ns: 0.668
crit_chain: "clkdlybuf4s50_1"
gp_congestion: 0.793
drc: 0
cp.arrival_ns: 1.56
core_util_floorplan_pct: 52.9
firstDrtPassIters: 4
die_y_um: 87.7
tritoncts: "yes"
grt_use_met2_pct: 27.0
syn_to_final_growth_pct: 23.8
ios: 49
synth_cells: 335
drt-total-wl_um: 6560
wl_per_cell_um: 13.3
critPathLaunch: "rd_en$_DFFE_PN0P_"
async_flop_share_pct: 90.0
ir_drop_mv: 0.346
use_met1_pct: 31.7
p_total_mw: 2.88
hp-start: "cnt_wr[0]$_DFF_PN0_"
vias_per_cell: 5.10
die_x_um: 87.7
lay_top_count: "dfrtp_1"
antenna-diode-count: 0
openroad.warnings: 29
row_count: 30
hpwl_um: 4310
post_synth.cell_area_avg_um2: 11.0
worstSetupPathType: "register to primary output"
required_ns: 3.28
yosys-stat-cells: 335
coreArea_mm2: 0.00694
powerDensity_mw_per_mm2: 633
lay_top_cells: "dfrtp_1 (64), clkdlybuf4s50_1 (46), xnor2_1 (29)"
syn-cell-area_mm2: 0.00367
drt_iter0_markers: 83
startpoint_type: "register"
finalHoldViolCount: 0
cts_resized: 0
grt_pass1_wl_um: 11000
dieArea_mm2: 0.00769
drtAntennaViolNets: 0
leakage_nw: 1.91
cts_setup_buffers: 0
antenna_found_initial: 0
combGateArea_mm2: 0.00156
cts.clk_slew.worst_paths_ns: 0.07
cp_slowest_stage_delay_ns: 0.67
fill_cells: 532
grt-ovfl-total: 0
finClkSkew_ns: 0.00487
grt_pass1_vias: 2416
relSlewSlack_pct: 55.5
rsz0062_at_grt: "false"
-- state kept, by name, summed over array words and instances (netlist names) --
register and cells:
rd_i2c_data_num 8, rd_en 1, wr_data 8, read_valid 1
i2c_start 1, wr_en 1, Data 8, wr_i2c_data_num 8
cnt_start 11, cnt_rd 8, write_valid 1, byte_addr 16
cnt_wr 8
-- cells in the mapped netlist, types with 2 or more instances --
cell type / number / share of area (%)
nor4b_1: 4 / 0.95
edfxtp_1: 8 / 6.5
dfstp_2: 8 / 5.7
xnor2_1: 29 / 6.9
nand2_1: 19 / 1.9
o31ai_1: 2 / 0.41
and2_1: 27 / 4.6
a21boi_0: 3 / 0.61
nand3_1: 17 / 2.3
or2_2: 2 / 0.34
or3_1: 4 / 0.68
mux2i_1: 5 / 1.4
clkbuf_1: 8 / 0.82
and3_1: 13 / 2.2
xor2_1: 19 / 4.5
nor2_1: 28 / 2.9
o21ai_0: 11 / 1.5
nor3_1: 4 / 0.54
ha_1: 9 / 3.1
dfrtp_1: 64 / 44
a21oi_1: 6 / 0.82
nor2b_1: 6 / 1.0
nand4_1: 16 / 2.7
nor4_1: 6 / 1.0
inv_1: 9 / 0.92
-- layout make-up --
cell class	count	share of cell area [%]
sequential	80	45.1
multi-input combinational	238	34.3
timing repair buffer	51	10.9
clock buffer	17	4.92
tap	96	2.64
clock inverter	3	1.43
inverter	9	0.743
-- routing by layer --
layer  wire (um)  vias to the layer above
met4          34                        0
met1        3340                     1187
met3         442                        5
met2        2740                       56
met5           0                        -
li1            -                     1273
-- path summary, 6_finish.rpt --
path	slack [ns]	to
min reg2reg	0.45	cnt_wr[0]$_DFF_PN0_
min in group clk0	0.52	cnt_start[0]$_DFFE_PN0P_
max	1.72	rd_en
max reg2reg	2.11	byte_addr[15]$_DFFE_PN0P_
max in group asynchronous	2.50	cnt_wr[4]$_DFF_PN0_
min	0.45	cnt_wr[0]$_DFF_PN0_
min in group asynchronous	0.52	rd_en$_DFFE_PN0P_
max in group clk1	2.85	write_valid$_DFFE_PN0P_
-- per-stage QoR --
stage | instances | setup WS [ns] | utilization (%)
floorplan | 335 | 1.96 | -
global placement | 474 | 1.38 | 61.3
detailed placement | 474 | 1.39 | 61.3
CTS | 494 | 1.72 | 65.5
global route | 494 | 1.60 | 65.5
finish | 494 | 1.72 | 65.5
-- cell families (layout without fill, tap and decap cells) --
logic type | count (synthesis) | in the layout | share of synthesized area (%)
fa+ha+maj | 9 | 9 | 3.07
mux | 5 | 5 | 1.36
buf+inv | 17 | 80 | 1.74
flops | 80 | 80 | 55.9
simple gates | 153 | 153 | 23.0
compound gates | 23 | 23 | 3.51
xor+xnor | 48 | 48 | 11.4
-- power by group --
part,internal [mW],total [mW],switching [mW],leakage (nW)
registers,1.07,1.36,0.288,0.968
clock network,0.477,0.756,0.280,0.148
logic,0.473,0.767,0.294,0.798
total,2.02,2.88,0.861,1.91
Power is estimated from default activity; no workload was simulated.
